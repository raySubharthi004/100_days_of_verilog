==> flow/design.v <==
`timescale 1ns / 1ps
module mul(
    input logic [3:0] A,
    input logic [3:0] B,
    output logic [7:0] C
    );
    logic [8:0]register;
    always_comb begin
        register = 9'b0000_00000;
        register[3:0] = B;
        for (int i = 0 ; i < 4 ; i++) begin
            if(register[0] == 1'b1) begin
                register[8:4] = register[8:4] + {1'b0 , A};
                register = register >> 1;
                end
            else
                register = register >> 1;       
        end
        C = register[7:0];   
    end
endmodule
==> flow/run.sh <==
#!/bin/bash
# OpenROAD 26Q1-2900-gdf79404cd8, Yosys 0.63+post, stock flow scripts
make -C /OpenROAD-flow-scripts/flow DESIGN_CONFIG=/design/flow/config.mk WORK_HOME=/design/flow/orfs finish
==> flow/config.mk <==
export PLATFORM = sky130hd
export DESIGN_NAME = mul
export DESIGN_NICKNAME = mul
export VERILOG_FILES = /design/flow/design.v
export SDC_FILE = /design/flow/constraint.sdc
export NUM_CORES = 4
export LEC_CHECK = 1
export CORE_AREA = 10 10 72 72
export DIE_AREA = 0 0 82 82
==> flow/constraint.sdc <==
current_design mul

set clk_period 6.0
set clk_io_pct 0.2

create_clock -name clk0 -period $clk_period

set non_clock_inputs [all_inputs -no_clocks]
set_input_delay [expr $clk_period * $clk_io_pct] -clock clk0 $non_clock_inputs
set_output_delay [expr $clk_period * $clk_io_pct] -clock clk0 [all_outputs]
==> qor.txt <==
WL met2: 761 um
Die height: 82 um
Die Wd: 82 um
Vias in the first global route: 585
Hold/Removal Path Class: input pin to output port
Status: completed
Total wire length: 1556 um
Worst-path fanout max: 2
CP endpoint kind: output port
Area delta synth->final: 76.19%
Fin crit share: 0.9771
Register area: 0 um2
Core area: 0.003689 mm2
Initial antenna violation count: 0
Total die area: 0.006724 mm2
Vias per inst: 3.974
First-pass GRT wire length: 2518 um
Distinct lib cells: 25
Dominant cell area share: 0.2381
Relative slew slack: 0.7293
Flop Count: 0
Number of warnings in the stage logs: 33
DR top layer: met3
Most common library cells after synthesis: 11 x ha_1, 7 x a21oi_1, 7 x inv_1, 7 x nand2_1, 4 x mux2i_1
VDD IR max: 0.05195 mV
Yosys cell count: 73
# setup viols final: 0
Gate Count Post-Synth: 73
Post-synth area from yosys stat: 578.1 um2
Post-synth top area cell: ha_1
WP data required: 4.80 ns
Via count: 620
DR WL/cell: 9.974 um
Power Total: 0.1142 mW
Top area cell types: ha_1 24%, fa_1 10%, mux2i_1 6.9%
Tmin final: 5.863 ns
Clock buffer cells: 0
Gr ovfl total: 0
Slowest CP cell: fa_2
CP Class: input pin to output port
DRT met1 WL: 746 um
Pwr dens: 112.1 mW/mm2
Initial Util: 0.1567
Most used cell, CP: fa_2
Register area share after synthesis: 0
IO Count: 16
Final hold violations: 0
LEAKAGE: 0.4754 nW
Worst EP arrival: 4.66 ns
# diodes: 0
DR WL met3: 49 um
Max-capacitance violation count: 0
Finished Core Util: 0.2761
Setup tns final: 0 ns
Routability cong.: 0.7845
# port buffers: 16
Post-DRT Antenna Nets: 0
Most frequent cell after synthesis: ha_1
DRC violations left: 0
Max Fclk: 170.6 MHz
Cell area after synthesis: 578.1 um2
Fin. max-slew vios: 0
CP Cell Sequence: clkdlybuf4s15_2 -> and2_4 -> ha_4 -> inv_2 -> fa_2 -> mux2i_2 -> ha_2 -> inv_1 -> fa_2 -> nand2_1 -> o21a_1 -> ha_4 -> fa_2 -> a21o_1 -> a21oi_1 -> nor2b_1 -> clkdlybuf4s50_1
Startpoint types: input pin
Hpwl dp: 1284 um
Syn Area/Cell: 7.919 um2
# rows: 22
Share of cells above drive strength 1: 0.4167
Synth warn: 1
First-pass DRT Iterations: 2
Gr usage total: 0.04447
1st-iter DRT viols: 7
RSZ-0062 raised after global routing: false
Largest net degree at the start of global routing: 12
CP max stage delay: 0.51 ns
Worst-margin pin slew: 0.4048 ns
[where the power goes]
| group | switching (mW) | total (mW) | internal [mW] |
|---|---|---|---|
| Sequential | 0 | 0 | 0 |
| Combinational | 0.0455 | 0.114 | 0.0687 |
| Clock | 0 | 0 | 0 |
[what timing repair did]
| action | in CTS | in global routing |
|---|---|---|
| hold buffers | 0 | 0 |
| endpoints found under the hold margin | 0 | 0 |
| buffers inserted | 3 | 4 |
| endpoints found under the setup margin | 4 | 3 |
| resized | 27 | 4 |
| pin swaps | 12 | 8 |
[area by class of cell]
class | instances | area, um2
well taps | 48 | 60.06
fillers | 399 | 2670
repair buffers | 37 | 307.8
inverters | 8 | 30.03
multi-input cells | 63 | 620.6
[cell usage in the layout, fill, tap and decap left out]
master           count
buf_4               21
clkdlybuf4s50_1      9
ha_1                 7
nand2_1              6
inv_1                6
dlygate4sd2_1        5
a21oi_2              4
a21oi_1              4
mux2_2               3
nand2b_1             3
a21o_1               3
mux2i_1              3
xor2_1               3
o21a_1               3
fa_2                 3
ha_4                 3
inv_2                2
nor2b_1              2
and2_4               1
and2_1               1
nand2_2              1
a211oi_2             1
xnor2_2              1
o21ai_0              1
mux2i_2              1
o21bai_1             1
xnor2_1              1
xor2_2               1
nand3_1              1
nor2_1               1
a22oi_1              1
o21ai_1              1
a221oi_1             1
ha_2                 1
buf_2                1
clkdlybuf4s15_2      1
[final timing paths]
check / from / end / slack (ns) / cells after the start
max: B[0] / C[7] / 0.14 / 17
min: A[1] / C[1] / 3.25 / 4
[metrics by stage]
step                      instances  setup WS, ns  hold WS (ns)  area (um2)
after CTS                       152       0.04937         3.260       972.2
after global routing            156      0.002809         3.296        1018
final                           156        0.1373         3.245        1018
after detailed placement        149       -0.5009         3.515       895.9
after floorplan                  73        0.7659         2.472       578.1
after global placement          149       -0.4510         3.506       895.9
[cells by family after synthesis]
kind of cell / after synthesis / synth area share
adder cells (fa/ha/maj): 14 / 0.3420
buffers and inverters: 10 / 0.06494
AND/OR/NAND/NOR: 16 / 0.1364
multiplexers: 7 / 0.1277
AND-OR/OR-AND: 20 / 0.2251
XOR/XNOR: 6 / 0.1039
[layer usage]
layer / GRT usage / vias to the layer above
met4: 0 / 0
met5: 0 / -
li1: - / 324
met1: 0.05694 / 288
met2: 0.08150 / 8
met3: 0.006608 / 0
[worst max-delay path, delay by kind of cell]
kind                     cells  cell delay (ns)
AND-OR/OR-AND                3             0.43
AND/OR/NAND/NOR              3             0.29
buffers and inverters        4             0.68
multiplexers                 1             0.19
adder cells (fa/ha/maj)      6             1.88
Power figures rest on the tool's default switching activity, not on a simulated workload.
