`flow/design.v`:
```
`timescale 1ns / 1ps
module signed_div(
    input logic [4:0] A,
    input logic [4:0] B,
    output logic [4:0] Q,
    output logic [5:0] R
    );
    logic [8:0]register;
    always_comb begin
    if (B == 0) begin
        Q = 0;
        R = A[3:0];
        R[5] = A[4];    
    end
    else begin
        register = 9'b0000_00000;
        register[3:0] = A[3:0];
        for (int i = 0 ; i < 4 ; i++) begin
            register = register << 1;
            register[8:4] = register[8:4] - B[3:0];
            if ($signed(register[8:4]) < 0) begin
                register[0] = 0;
                register[8:4] = register[8:4] + B[3:0];         
            end
            else 
                register[0] = 1;      
        end
            R = register[8:4];
            R[5] = A[4];
            Q = register[3:0];
            Q[4] = A[4] ^ B[4];
        end
    end
endmodule
```
`flow/constraint.sdc`:
```
current_design signed_div

set clk_period 6.7
set clk_io_pct 0.2

create_clock -name clk0 -period $clk_period

set non_clock_inputs [all_inputs -no_clocks]
set_input_delay [expr $clk_period * $clk_io_pct] -clock clk0 $non_clock_inputs
set_output_delay [expr $clk_period * $clk_io_pct] -clock clk0 [all_outputs]
```
`flow/config.mk`:
```
export PLATFORM = sky130hd
export DESIGN_NAME = signed_div
export DESIGN_NICKNAME = signed_div
export VERILOG_FILES = /design/flow/design.v
export SDC_FILE = /design/flow/constraint.sdc
export NUM_CORES = 4
export LEC_CHECK = 1
export CORE_AREA = 10 10 70 70
export DIE_AREA = 0 0 80 80
export SYNTH_HDL_FRONTEND = slang
```
`flow/run.sh`:
```
#!/bin/bash
# OpenROAD 26Q1-2900-gdf79404cd8, Yosys 0.63+post, stock flow scripts
make -C /OpenROAD-flow-scripts/flow DESIGN_CONFIG=/design/flow/config.mk WORK_HOME=/design/flow/orfs finish
```
==> impl_metrics.toml <==
# implementation run metrics
[outcome]
status = "finished with violations"
violations = "negative setup slack"

[global_route]
grt.total_usage = 0.116
grt_pass1_wl_um = 6240
grt_max_degree = 15
antenna_found_initial = 0
grt-ovfl-total = 0
first_global_vias = 1326

[place]
dp_cells = 252
placed_cell_area_um2 = 1810
io_buffers = 21
dp_hpwl_um = 2740
gp_congestion = 0.891

[yosys]
ys_seq_share = 0
top_area_frac = 0.264
synthCells = 146
yosys.area.top_type = "ha_1"
synthTopCellsByCount = "ha_1, inv_1, nand2_1, a21oi_1, nor2_1"
yosysWarningCount = 0
netlist_top_cells_area = "ha_1, fa_1, xor2_1, xnor2_1, inv_1"
avgSynthCellArea_um2 = 7.80
yosys_area_um2 = 1140
ys_types = 33
yosysMostFrequentCell = "ha_1"
yosys-stat-cells = 146
synthesis.area_um2 = 1140

[critical_path]
slowest_delay_ns = 0.44
crit_path_max_fanout = 4
cp_slowest_cell = "clkdlybuf4s50_1"
crit_arrival_ns = 6.68
crit_type = "in2out"
crit_path_start_kind = "input port"
endpoint_kind = "output port"
cpMostUsedCell = "inv_1"
critical_path_required_ns = 5.36

[die]
die_w_um = 80
dieArea_um2 = 6400
fp.dieH_um = 80
num_rows = 21
coreArea_um2 = 3420
initCoreUtil = 0.333
pin_count = 21

[finish]
layout.area.seq_um2 = 0
fin_cells = 271
logic_area_um2 = 1290
fillCellCount = 275
utilization = 0.612
drive_gt1_frac = 0.529
clock_buffers = 0
ff_count = 0
syn2layout_area_growth_pct = 83.5
fin_area_um2 = 2090

[drt]
post-route-drc-count = 0
viasPerCell = 4.73
postRouteAntennaNets = 0
routed_wl_um = 3480
drtIter0Drc = 52
dr.pass1.iters = 4
wl_per_cell_um = 12.8
n_antenna_cell = 0
vias = 1283

[power_and_ir_drop]
switchingPower_mw = 0.472
internal-power_mw = 0.723
p_clk_frac = 0
ir_drop_mv = 0.631
comb_power_share = 1.000
p_leak_nw = 1.02
swShare = 0.395
power.share.sequential = 0
powerDensity_nw_per_um2 = 572

[sta]
drv_slew = 0
rsz0062_at_grt = "yes"
max-slew-margin-rel = 0.791
setup_ws_ns = -1.32
finalCritPeriodShare = 1.20
tightest_slew_ns = 0.312
hold_viol_final = 0
finalCriticalPeriod_ns = 8.02
max_freq_mhz = 125
setup_viol_count_final = 6
fin_hold_ws_ns = 2.97
fin_tns_setup_ns = -7.13

[worst_hold_path]
min_path_type = "in2out"

[run]
cap_viol_max_count = 0
warnings = 41
==> power groups by stage <==
stage,registers [mW],logic (mW),clock network [mW]
CTS,0,1.16,0
global route,0,1.31,0
finish,0,1.19,0
==> area by class of cell <==
type               instances  area share
inverters                 20      0.0449
well taps                 46      0.0275
repair buffers            81       0.311
multi-input cells        124       0.616
==> metrics by stage <==
step,setup WS [ns],power [mW]
final,-1.32,1.19
after global routing,-1.71,1.31
after CTS,-1.33,1.16
after detailed placement,-2.25,0.989
after global placement,-2.17,0.977
after floorplan,-1.06,0.561
==> critical path, delay by kind of cell <==
kind	cells	cell delay [ns]
AOI/OAI and AO/OA	7	1.18
xor gates and xnor gates	4	0.69
adders and majority gates	5	1.59
buffers and inverters	5	0.78
muxes	1	0.17
and+or+nand+nor	8	0.93
==> metal layers <==
metal  global-route usage  wire length, um  vias to the layer above
met3               0.0114              162                        0
li1                     -                -                      662
met2                0.195             1610                       23
met5                    0                0                        -
met4                    0                0                        0
met1                0.166             1700                      598
==> cells in the final DEF, fill, tap and decap left out, types with 2 or more instances in the layout <==
cell / n
buf_4: 55
ha_1: 18
inv_1: 16
clkdlybuf4s50_1: 9
nand2_1: 8
xor2_1: 7
a21oi_2: 7
buf_2: 7
a21o_1: 6
xnor2_1: 6
nor2_1: 6
buf_6: 6
o21ai_1: 5
a21oi_1: 4
nand2_2: 4
ha_4: 4
nor2_2: 3
xor2_2: 3
xnor2_2: 3
fa_2: 3
fa_1: 3
a211o_1: 2
nand3_2: 2
nand3_1: 2
o21ai_0: 2
mux2i_1: 2
nor2_4: 2
ha_2: 2
dlygate4sd2_1: 2
==> path summary, 6_finish.rpt <==
| kind | cells past startpoint | slack [ns] | to | startpoint |
|---|---|---|---|---|
| setup / recovery | 30 | -1.32 | R[3] | A[2] |
| hold / removal | 4 | 2.97 | R[3] | A[3] |
==> cells by family (layout without fill, tap and decap cells) <==
family	count (synthesis)	count (layout)	share of synthesized area
buffers and inverters	22	101	0.0758
muxes	4	4	0.0363
adders and majority gates	30	30	0.369
and+or+nand+nor	37	37	0.160
AOI/OAI and AO/OA	33	33	0.188
xor gates and xnor gates	20	20	0.170
==> timing repair <==
item                                    in CTS  in global routing
pin swaps                                   43                 15
resized                                     68                 10
endpoints found under the hold margin        0                  0
hold buffers                                 0                  0
setup buffers                               18                  1
endpoints found under the setup margin       7                  7
Power is estimated from default activity; no workload was simulated.
