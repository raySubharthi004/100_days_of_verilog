==> flow/design.v <==
`timescale 1ns / 1ps
module div(
    input logic [3:0] A,
    input logic [3:0] B,
    output logic [3:0] Q,
    output logic [4:0] R
    );
    logic [8:0]register;
    always_comb begin
    if (B == 0) begin
        Q = 0;
        R = A;    
    end
    else begin
        register = 9'b0000_00000;
        register[3:0] = A;
        for (int i = 0 ; i < 4 ; i++) begin
            register = register << 1;
            register[8:4] = register[8:4] - B;
            if ($signed(register[8:4]) < 0) begin
                register[0] = 0;
                register[8:4] = register[8:4] + B;         
            end
            else 
                register[0] = 1;      
        end
            R = register[8:4];
            Q = register[3:0];
        end
    end
endmodule
==> flow/run.sh <==
#!/bin/bash
# OpenROAD 26Q1-2900-gdf79404cd8, Yosys 0.63+post, stock flow scripts
make -C /OpenROAD-flow-scripts/flow DESIGN_CONFIG=/design/flow/config.mk WORK_HOME=/design/flow/orfs finish
==> flow/config.mk <==
export PLATFORM = sky130hd
export DESIGN_NAME = div
export DESIGN_NICKNAME = div
export VERILOG_FILES = /design/flow/design.v
export SDC_FILE = /design/flow/constraint.sdc
export NUM_CORES = 4
export LEC_CHECK = 1
export CORE_AREA = 10 10 70 70
export DIE_AREA = 0 0 80 80
export SYNTH_HDL_FRONTEND = slang
==> flow/constraint.sdc <==
current_design div

set clk_period 7.6
set clk_io_pct 0.2

create_clock -name clk0 -period $clk_period

set non_clock_inputs [all_inputs -no_clocks]
set_input_delay [expr $clk_period * $clk_io_pct] -clock clk0 $non_clock_inputs
set_output_delay [expr $clk_period * $clk_io_pct] -clock clk0 [all_outputs]
==> flow_summary.json <==
{
  "ant_nets": 0,
  "seq_power_share": 0,
  "violations": "negative setup slack",
  "chipHeight_um": 80,
  "warnings": 41,
  "vdd_drop_max_v": 0.0004725,
  "syn2layout_area_growth_pct": 91.73,
  "power_density_nw_per_um2": 519.5,
  "p_switching_mw": 0.4807,
  "place_ws_ns": -2.192,
  "coreArea_um2": 3416,
  "worst_pin_slew_ns": 0.5108,
  "dr_total_vias": 1394,
  "slowest_stage": "a2111o_1",
  "grt_usage": 0.1274,
  "use_met2": 0.2095,
  "drt-initial-drc-count": 49,
  "gp_congestion": 0.8856,
  "grt_pass1_wl_um": 6768,
  "stdcell_area_um2": 2262,
  "dieWidth_um": 80,
  "grt.met1_usage": 0.1787,
  "flop_area_um2": 0,
  "drive_gt1_frac": 0.5844,
  "fp_util": 0.3454,
  "vias_per_cell": 5.032,
  "first_pass_iters": 4,
  "power.leakage_nw": 1.083,
  "port_buffers": 17,
  "drv_slew": 0,
  "netlist_instances": 146,
  "grt_start_max_net_pins": 11,
  "outcome": "finished, violations left",
  "holdBufCountCts": 0,
  "fin_util": 0.6623,
  "worstPathRequired_ns": 6.08,
  "finalCriticalPeriod_ns": 8.859,
  "ys_seq_share": 0,
  "diodes": 0,
  "wl_per_cell_um": 15.10,
  "design.die.area_um2": 6400,
  "drv_cap": 0,
  "ys_cells": 146,
  "crit_type": "primary input to primary output",
  "grt.overflow.total": 0,
  "drt-total-wl_um": 4183,
  "setup_viol_count_final": 6,
  "min_period_over_period": 1.166,
  "syn_area_um2": 1180,
  "swShare": 0.4091,
  "dp_hpwl_um": 2694,
  "cpPeakStageDelay_ns": 0.43,
  "power_frac_comb": 1.000,
  "synth-area-yosys_um2": 1180,
  "grt_pass1_vias": 1463,
  "layout.area.comb_um2": 1433,
  "gr-usage-met3": 0.02159,
  "worst_slack_ns": -1.259,
  "hold_path_class": "primary input to primary output",
  "yosys_warnings": 0,
  "nFillCells": 248,
  "ios": 17,
  "cp_max_fo": 4,
  "syn_area_per_cell_um2": 8.081,
  "cp-end-kind": "primary output",
  "flops": 0,
  "power.share.clock": 0,
  "rows": 21,
  "max_slew_margin": 0.6570,
  "dpl-instance-area_um2": 1795,
  "synth_cell_types": 39,
  "route.detailed.drc": 0,
  "startpoint_type": "primary input",
  "clkbuf_count": 0,
  "grt.busiest_layer": "met2",
  "max_freq_mhz": 112.9,
  "antenna_found_initial": 0,
  "cell_internal_pwr_mw": 0.6944,
  "crit_arrival_ns": 7.34,
  "finalHoldViolations": 0,
  "rsz0062_at_grt": "yes"
}
==> cells in the mapped netlist <==
cell type | count | area share
a21oi_1 | 12 | 0.051
o21ai_1 | 1 | 0.0042
a2111o_1 | 1 | 0.0095
and3_4 | 2 | 0.019
nor2_1 | 8 | 0.025
nor4_1 | 2 | 0.011
o21a_1 | 1 | 0.0064
fa_1 | 6 | 0.10
or3_1 | 2 | 0.011
o311ai_2 | 1 | 0.014
nor2b_1 | 2 | 0.011
a211o_1 | 1 | 0.0074
clkbuf_1 | 1 | 0.0032
a21bo_1 | 1 | 0.0085
xor2_1 | 8 | 0.059
xnor3_1 | 1 | 0.019
o211ai_1 | 1 | 0.0064
mux2i_1 | 1 | 0.0085
o21ai_0 | 4 | 0.017
o211ai_2 | 1 | 0.011
nand3b_1 | 1 | 0.0064
a31o_1 | 1 | 0.0074
and2_2 | 1 | 0.0064
and3_1 | 2 | 0.011
nand3_1 | 5 | 0.021
nand2_1 | 13 | 0.041
inv_1 | 16 | 0.051
ha_1 | 24 | 0.25
a211oi_1 | 1 | 0.0064
a31oi_1 | 1 | 0.0053
a311o_1 | 1 | 0.0085
a21o_1 | 7 | 0.045
o31ai_1 | 1 | 0.0064
nand4_2 | 1 | 0.011
xnor2_1 | 9 | 0.067
a2111oi_2 | 1 | 0.013
o22a_1 | 1 | 0.0074
o31ai_2 | 1 | 0.011
buf_6 | 2 | 0.019
==> kinds of logic (layout without fill, tap and decap cells) <==
| family | Yosys count | after routing | share of synthesized area |
|---|---|---|---|
| AOI/OAI and AO/OA | 39 | 39 | 0.2439 |
| adders and majority gates | 30 | 30 | 0.3563 |
| xor gates and xnor gates | 18 | 18 | 0.1453 |
| muxes | 1 | 1 | 0.008484 |
| buffers and inverters | 19 | 103 | 0.07317 |
| and+or+nand+nor | 39 | 40 | 0.1728 |
==> area by class of cell <==
type                            instances  share of cell area
Inverter                               16             0.03153
Multi-Input combinational cell        128              0.6333
Tap cell                               46             0.02544
Timing Repair Buffer                   87              0.3097
==> critical path, delay by kind of cell <==
| family | cells | cell delay, ns |
|---|---|---|
| and+or+nand+nor | 10 | 1.72 |
| AOI/OAI and AO/OA | 8 | 1.74 |
| xor gates and xnor gates | 5 | 0.83 |
| buffers and inverters | 6 | 0.52 |
| adders and majority gates | 4 | 1.00 |
==> power by group through the flow <==
stage | Sequential [mW] | Clock, mW | Combinational [mW]
final | 0 | 0 | 1.18
after global routing | 0 | 0 | 1.28
after CTS | 0 | 0 | 1.03
==> layer usage <==
metal / vias up / wire (um)
met5: - / 0
met4: 0 / 19
met3: 2 / 230
met2: 29 / 1951
met1: 668 / 1982
li1: 695 / -
==> through the flow <==
step           TNS, ns  hold slack, ns  cells  total power, mW
6_report        -7.110           3.477    277            1.175
5_1_grt         -8.709           3.535    277            1.279
4_1_cts         -6.543           3.472    272            1.026
3_5_place_dp    -13.15           4.034    250           0.8211
3_3_place_gp    -12.66           4.026    250           0.8110
2_1_floorplan   -5.857           3.099    146           0.4989
==> final timing paths <==
| path | to | cells after the start | startpoint | slack, ns |
|---|---|---|---|---|
| setup / recovery | R[1] | 33 | A[3] | -1.26 |
| hold / removal | R[3] | 5 | A[3] | 3.48 |
==> cells in the final DEF, fill, tap and decap left out, types with 2 or more instances in the layout <==
cell / synthesis / layout
buf_4: 0 / 61
ha_1: 24 / 20
inv_1: 16 / 11
buf_6: 2 / 10
a21o_1: 7 / 7
nand2_1: 13 / 7
buf_2: 0 / 7
xor2_1: 8 / 5
a21oi_1: 12 / 5
xnor2_1: 9 / 5
nor2_1: 8 / 5
a21oi_2: 0 / 5
clkdlybuf4s50_1: 0 / 5
and3_4: 2 / 4
nand3_1: 5 / 4
nand2_2: 0 / 4
ha_4: 0 / 4
o21ai_2: 0 / 3
fa_2: 0 / 3
fa_1: 6 / 3
nor2b_1: 2 / 2
a21oi_4: 0 / 2
nor2_4: 0 / 2
nand2_4: 0 / 2
xor2_2: 0 / 2
xnor2_2: 0 / 2
xnor2_4: 0 / 2
inv_2: 0 / 2
dlygate4sd2_1: 0 / 2
==> repair_timing <==
item | 4_1_cts | 5_1_grt
gates resized | 82 | 18
endpoints found under the hold margin | 0 | 0
setup endpoints to repair | 7 | 7
pin swaps | 45 | 30
gates cloned | 1 | 0
buffers inserted | 23 | 5
No activity file was given, so power comes from the tool's default toggle rates.
